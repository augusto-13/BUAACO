File: flow/design.v
`timescale 1ns / 1ps
module ext(
    input [15:0] imm,
    input [1:0] EOp,
    output [31:0] ext
    );
    assign ext = (EOp == 2'b00) ? {{16{imm[15]}} , imm[15:0]} :
                 (EOp == 2'b01) ? {{16{0}} , imm[15:0]} :
                 (EOp == 2'b10) ? {imm[15:0] , {16{0}}} :
                 (EOp == 2'b11) ? $signed($signed({{16{imm[15]}} , imm[15:0]}) << 2) : 32'b0 ;
endmodule
File: flow/run.sh
#!/bin/bash
# OpenROAD 26Q1-2900-gdf79404cd8, Yosys 0.63+post, stock flow scripts
make -C /OpenROAD-flow-scripts/flow DESIGN_CONFIG=/design/flow/config.mk WORK_HOME=/design/flow/orfs finish
File: flow/config.mk
export PLATFORM = sky130hd
export DESIGN_NAME = ext
export DESIGN_NICKNAME = ext
export VERILOG_FILES = /design/flow/design.v
export SDC_FILE = /design/flow/constraint.sdc
export NUM_CORES = 4
export LEC_CHECK = 1
export CORE_AREA = 10 10 70 70
export DIE_AREA = 0 0 80 80
File: flow/constraint.sdc
current_design ext

set clk_period 2.2
set clk_io_pct 0.2

create_clock -name clk0 -period $clk_period

set non_clock_inputs [all_inputs -no_clocks]
set_input_delay [expr $clk_period * $clk_io_pct] -clock clk0 $non_clock_inputs
set_output_delay [expr $clk_period * $clk_io_pct] -clock clk0 [all_outputs]
==> changes_impl.md <==
## Implementation

* Area share, top type at 0.434
* Drt initial violations at 5
* Core Region at 3420 um^2
* Antenna viol nets, final at 0
* Comb. cell area at 176 um^2
* Via count at 429
* Crit path max-delay family: buffers and inverters
* Vias per std cell at 3.49
* Syn Area/Cell at 7.97 um^2
* Critical path data arrival time at 1.73 ns
* Peak supply drop at 0.0727 mV
* Rel. slew slack at 0.737
* Final setup viols at 0
* Synth top cell by count: a22o_1
* RSZ-0062 raised after global routing: false
* Cell area after layout at 836 um^2
* Post-DP Area at 791 um^2
* Ports at 50
* Antenna violations before repair at 0
* Yosys Chip Area at 303 um^2
* FP Util at 0.0886
* GP Congestion at 0.784
* # Cells Yosys at 38
* Die width at 80 um
* Layout cells sized above 1 at 0.130
* Antenna cells at 0
* Final hold vios at 0
* CP bufs+invs at 3
* Synth top cells by count: a22o_1 (15), buf_4 (14), and2b_1 (2), buf_6 (2)
* Tightest Pin Transition at 0.394 ns
* Seq share, synth at 0
* Count of pins over their slew limit at 0
* Seq cells at 0
* Mapped Cells at 38
* CP max FO at 7
* Die Ht at 80 um
* Chip area at 6400 um^2
* Cell area leaders: a22o_1 (43%), buf_4 (35%), buf_6 (7.4%)
* Crit Path Category: input port to primary output
* CP max stage delay at 0.41 ns
* Drt wl/cell at 13.0 um
* Vias in the first global route at 462
* Crit path required time at 1.76 ns
* Fillers at 373
* First-pass GRT wire length at 2.40 mm
* Critical path capture point type: primary output
* Final period util at 0.987
* Final critical-path required period at 2.17 ns
* Final Worst Setup Slack at 0.0276 ns
* Hold WC Path Type: input port to primary output
* Pre-CTS setup slack at -0.165 ns
* CP Cell Sequence: dlygate4sd2_1, and2_4, o21a_4, bufbuf_16, clkdlybuf4s50_1
* Status: completed
* Detailed Routing Iterations Pass 1 at 4
* Fin cells at 123
* Clk_buf instances at 0
* Row Count at 21
* Placed Instances at 122
* Slowest cell on the critical path: clkdlybuf4s50_1
* Mapped cell area at 303 um^2
* Hold Buf Count CTS at 0
* Highest Clock Rate at 0.460 GHz
* Power per cell area at 195 nW/um^2
* Tool warning count at 32
* Final WL at 1.61 mm
* Cell taking the most area after synthesis: a22o_1
* Synth Warn # at 0
* Layout area overhead at 176%
* Final setup TNS at 0 ns
* Max-Cap Viols at 0
* Register area at 0 um^2
* Post-DP HPWL at 1.34 mm
* Pin count of the biggest net entering global routing at 16
* Overall power at 0.163 mW
* Total gr overflow at 0
* Synth unique cells at 9
* Startpoint types: input port
* DRC Markers at 0
* Overall global routing resource usage at 0.0450
* IO buf count at 50
* Pleak at 0.380 nW
## power breakdown
part | internal (mW) | leakage [nW] | switching (mW)
Clock | 0 | 0 | 0
Sequential | 0 | 0 | 0
Combinational | 0.125 | 0.380 | 0.0383
Total | 0.125 | 0.380 | 0.0383
## placed cells by master (no fill, tap or decap)
cell,n
a22o_1,15
nor2_2,1
dlygate4sd2_1,2
o21a_4,1
buf_4,3
clkbuf_2,1
and2b_1,2
inv_1,1
bufbuf_16,1
dlymetal6s2s_1,4
clkdlybuf4s50_1,43
and2_4,1
buf_12,2
## cell type report
| class | count | share of cell area |
|---|---|---|
| multi-input combinational | 20 | 0.211 |
| tap | 46 | 0.0689 |
| inverter | 1 | 0.00449 |
| timing repair buffer | 56 | 0.716 |
## timing repair
item	in CTS	in global routing
gates resized	5	6
gates cloned	1	0
setup endpoints to repair	30	21
hold endpoints to repair	0	0
buffers inserted	0	0
pin swaps	2	1
## layer usage
layer	vias up	share of wire	track usage	wire length [um]
li1	206	-	-	-
met1	192	0.42	0.0606	676
met2	31	0.42	0.0698	681
met3	0	0.15	0.0182	247
met4	0	0	0	0
met5	-	0	0	0
## logic make-up (layout without fill, tap and decap cells)
family                 Yosys count  count (layout)  synth area share
and+or+nand+nor                  4               4            0.0909
buffers and inverters           18              57             0.450
AOI/OAI and AO/OA               16              16             0.459
## worst paths after layout
path	start	depth (start not counted)	endpoint
setup / recovery	EOp[0]	5	ext[27]
hold / removal	imm[15]	4	ext[18]
## metrics by stage
step                      hold slack (ns)  utilization
after floorplan                     0.951            -
after global placement               1.86        0.232
after detailed placement             1.87        0.232
after CTS                            1.82        0.243
after global routing                 1.68        0.245
final                                1.63        0.245
Power is estimated from default activity; no workload was simulated.
